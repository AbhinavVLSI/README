==> flow/design.v <==
module sync_fifo #(
  parameter DATA_WIDTH = 16,
  parameter FIFO_DEPTH =16,
  parameter PTR_WIDTH = $clog2(FIFO_DEPTH)
)(
  input i_clock,i_reset,
  input i_w_en,i_r_en,
  input [DATA_WIDTH-1:0]i_data,
  output reg [DATA_WIDTH-1:0] o_data,
  output o_full,o_empty
);
  reg[DATA_WIDTH-1:0] mem[FIFO_DEPTH-1:0];
  reg[PTR_WIDTH-1:0] w_ptr;
  reg[PTR_WIDTH-1:0] r_ptr;
  assign  o_full = ((w_ptr + 1'b1) % FIFO_DEPTH == r_ptr);  
  assign  o_empty= (w_ptr == r_ptr); ;	 
  always @(posedge i_clock or negedge i_reset)begin
    if(!i_reset)begin
      w_ptr <=0;
      o_data <= 0;
    end
    else if(i_w_en && !o_full)begin
      mem[w_ptr] <= i_data;
      w_ptr <= (w_ptr+1) % FIFO_DEPTH;
    end
  end
  always @(posedge i_clock or negedge i_reset)begin
    if(!i_reset)begin
      r_ptr <=0;
      o_data <= 0;
    end
    else if(i_r_en && !o_empty)begin
      o_data <= mem[r_ptr];
      r_ptr <= (r_ptr+1) % FIFO_DEPTH;
    end
  end 
endmodule
module apb_master#(
parameter DATA_WIDTH = 16,
parameter ADDR_WIDTH =16,
parameter FIFO_DEPTH = 4
)(
  input wire i_pclk,
  input wire i_prst_n,
  input wire 	              i_req,	 
  input wire	              i_rw,      
  input wire [ADDR_WIDTH-1:0] i_addr,	 
  input wire [DATA_WIDTH-1:0] i_wdata,   
  output wire 	 	 	 	  o_full,
  output wire 				  o_ready,  
  output reg				  o_p_error,   
  output reg [DATA_WIDTH-1:0] o_rdata,   
  input wire 				  i_pready,
  input wire [DATA_WIDTH-1:0] i_prdata,
  input wire 				  i_pslver,
  output reg 				  o_psel,
  output reg 				  o_pen,
  output reg 				  o_pwrite,
  output reg [DATA_WIDTH-1:0] o_pwr_data,
  output reg [ADDR_WIDTH-1:0] o_paddr
);
  wire full_addr, full_rw, full_wdata;
  wire empty_addr, empty_rw,empty_wdata;
  wire[ADDR_WIDTH-1:0]  rd_addr;      
  wire 	                rd_rw;
  wire [DATA_WIDTH-1:0] rd_wdata;
  reg fsm_rd_en;
 sync_fifo#(
    .DATA_WIDTH(ADDR_WIDTH),
   .FIFO_DEPTH(FIFO_DEPTH))
    fifo_addr (
      .i_clock  (i_pclk),
      .i_reset  (i_prst_n),
      .i_w_en  (i_req & ~o_full),
      .i_data    (i_addr),
      .o_data   (rd_addr),
      .o_full   (full_addr),
      .i_r_en  (fsm_rd_en),
      .o_empty  (empty_addr)
    );
  sync_fifo #(
    .DATA_WIDTH(1),
    .FIFO_DEPTH(FIFO_DEPTH))
  fifo_rw(
    .i_clock  (i_pclk),
    .i_reset  (i_prst_n),
    .i_w_en   (i_req & ~o_full),
    .i_data   (i_rw),
    .o_full   (full_rw),
    .i_r_en   (fsm_rd_en),
    .o_data   (rd_rw),
    .o_empty  (empty_rw)
    );
  sync_fifo#(
    .DATA_WIDTH(DATA_WIDTH),
    .FIFO_DEPTH(FIFO_DEPTH))
  fifo_wdata(
    .i_clock (i_pclk),
    .i_reset (i_prst_n),
    .i_w_en	 (i_req & ~o_full),
    .i_data	 (i_wdata),
    .o_full	 (full_wdata),
    .i_r_en	 (fsm_rd_en),
    .o_data	 (rd_wdata),
    .o_empty (empty_wdata)
  );
  wire full_global  = full_addr  | full_rw  | full_wdata ;
  wire empty_global = empty_addr | empty_rw | empty_wdata;  
  assign o_full = full_global;
  assign o_ready = ~full_global;
  localparam IDLE   = 2'd0;
  localparam SETUP  = 2'd1;
  localparam ACCESS = 2'd2;
  reg [1:0] state, next_state;
  reg [ADDR_WIDTH-1:0] lat_addr;   
  reg 	   	   	       lat_rw;
  reg [DATA_WIDTH-1:0] lat_wdata;
    always @(posedge i_pclk or negedge i_prst_n) begin
    if (!i_prst_n) begin
      state       <= IDLE;    
      o_p_error   <= 0;
      o_psel      <= 0;
      o_pwrite    <= 0;
      o_pen       <= 0;
      o_pwr_data  <= 0;
      o_paddr     <= 0;
      lat_addr    <= 0;
      lat_rw      <= 0;
      lat_wdata   <= 0;
    end else begin
      state <= next_state;
      case (state)
        IDLE: begin
          o_psel <= 0;
          o_pen  <= 0;
          if (fsm_rd_en) begin
            lat_addr  <= rd_addr;
            lat_rw    <= rd_rw;
            lat_wdata <= rd_wdata;
          end
        end
        SETUP: begin
          o_psel <= 1;
          o_pen <= 0;
          o_pwrite <= lat_rw;
          o_paddr <= lat_addr;
          o_pwr_data <= lat_wdata;
        end
        ACCESS: begin
          o_pen <= 1;
          if (i_pready) begin
            o_psel    <= 0;
            o_rdata   <= i_prdata;
            o_pen     <= 0;
            o_p_error <= i_pslver;
          end
        end
      endcase
    end
  end
  always @(*) begin
    next_state = state;
    fsm_rd_en = 0;
    case (state)
      IDLE: begin
        if (!empty_global) begin
          fsm_rd_en = 1;
          next_state = SETUP;
        end
      end
      SETUP: begin
        next_state = ACCESS;
      end
      ACCESS: begin
        if (!i_pready) begin
          next_state = ACCESS;   
        end else begin
          next_state = IDLE;     
        end
      end
      default: next_state = IDLE;
    endcase
  end
endmodule
==> flow/run.sh <==
#!/bin/bash
# OpenROAD 26Q1-2900-gdf79404cd8, Yosys 0.63+post, stock flow scripts
make -C /OpenROAD-flow-scripts/flow DESIGN_CONFIG=/design/flow/config.mk WORK_HOME=/design/flow/orfs finish
==> flow/config.mk <==
export PLATFORM = sky130hd
export DESIGN_NAME = apb_master
export DESIGN_NICKNAME = apb_master
export VERILOG_FILES = /design/flow/design.v
export SDC_FILE = /design/flow/constraint.sdc
export NUM_CORES = 4
export LEC_CHECK = 1
export CORE_AREA = 10 10 110 110
export DIE_AREA = 0 0 120 120
==> flow/constraint.sdc <==
current_design apb_master

set clk_period 2.1
set clk_io_pct 0.2

create_clock -name clk0 -period $clk_period [get_ports {i_pclk}]

set non_clock_inputs [all_inputs -no_clocks]
set_input_delay [expr $clk_period * $clk_io_pct] -clock clk0 $non_clock_inputs
set_output_delay [expr $clk_period * $clk_io_pct] -clock clk0 [all_outputs]
==> flow_summary.html <==
<p>Metrics extracted from the flow reports.</p>
<table>
<tr><th>Metric</th><th>Value</th></tr>
<tr><th colspan="2">Timing</th></tr>
<tr><td>Share of the cycle needed by the critical path after routing</td><td>just under 100%</td></tr>
<tr><td>Clock Skews</td><td>3.08 ps</td></tr>
<tr><td>Post-Route Setup TNS</td><td>0 ps</td></tr>
<tr><td>Final critical-path setup slack</td><td>about 29 ps</td></tr>
<tr><td>Max-slew violation count</td><td>0</td></tr>
<tr><td>Fmax</td><td>0.483 GHz</td></tr>
<tr><td>Hold slack final</td><td>499 ps</td></tr>
<tr><td>Minimum clock period</td><td>2070 ps</td></tr>
<tr><td>Number of hold violations in the final report</td><td>0</td></tr>
<tr><td>Final setup violation count</td><td>0</td></tr>
<tr><td>RSZ-0062 raised after global routing</td><td>true</td></tr>
<tr><th colspan="2">Setup path</th></tr>
<tr><td>Crit path launch</td><td>fifo_rw.w_ptr[1]</td></tr>
<tr><td>Startpoint kind of the worst setup timing path</td><td>register</td></tr>
<tr><td>Count of cells along the worst register-to-register path</td><td>7</td></tr>
<tr><td>Critical Path Max Stage Delay</td><td>around 410 ps</td></tr>
<tr><td>Endpoint of the most critical register-to-register path</td><td>fifo_wdata.w_ptr[1]</td></tr>
<tr><td>Reg2reg setup slack</td><td>310 ps</td></tr>
<tr><td>Number of cells on the critical path</td><td>6</td></tr>
<tr><td>Crit path required time</td><td>1680 ps</td></tr>
<tr><td>Critical Path, Cell by Cell</td><td>xor2_2 &gt; mux2i_1 &gt; or3_4 &gt; buf_6 &gt; inv_2 &gt; buf_2</td></tr>
<tr><td>Critical path start-end classification</td><td>reg -&gt; out</td></tr>
<tr><td>Highest net fanout along the worst path</td><td>2</td></tr>
<tr><td>Critical path buffers and inverters</td><td>3</td></tr>
<tr><td>Reg2reg start</td><td>fifo_rw.w_ptr[1]</td></tr>
<tr><td>Arrival time reported for the critical path endpoint</td><td>1650 ps</td></tr>
<tr><td>Cell class contributing the biggest share of worst-path delay</td><td>flip-flops</td></tr>
<tr><td>Critical path's slowest cell</td><td>sky130_fd_sc_hd__dfrtp_1</td></tr>
<tr><td>Element type at the critical path end</td><td>output pin</td></tr>
<tr><td>Worst setup path endpoint</td><td>o_ready</td></tr>
<tr><th colspan="2">Synthesis</th></tr>
<tr><td>Top cell area share</td><td>29.8%</td></tr>
<tr><td>Number of instances in the synthesized netlist</td><td>around 130</td></tr>
<tr><td>Dominant register cell</td><td>sky130_fd_sc_hd__dfrtp_1</td></tr>
<tr><td>Synth flops</td><td>34</td></tr>
<tr><td>Count of yosys warnings during synthesis</td><td>71</td></tr>
<tr><td>Synth Seq Share</td><td>57.8%</td></tr>
<tr><td>Area of the mapped netlist</td><td>0.00161 sq mm</td></tr>
<tr><td>Cell type with the highest aggregate area in the netlist</td><td>sky130_fd_sc_hd__edfxtp_1</td></tr>
<tr><td>Post-synthesis async set-or-reset flop share</td><td>52.9%</td></tr>
<tr><td>Main area contributors</td><td>sky130_fd_sc_hd__edfxtp_1 (30%), sky130_fd_sc_hd__dfrtp_1 (26%), sky130_fd_sc_hd__buf_4 (15%), sky130_fd_sc_hd__xor2_1 (7.6%), sky130_fd_sc_hd__nand2b_1 (3.1%)</td></tr>
<tr><td>Ys cells</td><td>130</td></tr>
<tr><td>Synthesized chip area reported by yosys</td><td>0.00161 sq mm</td></tr>
<tr><td>Post-synth tally of flip-flops with integrated enable</td><td>16</td></tr>
<tr><td>Post-Synthesis Mean Instance Area</td><td>12.4 sq um</td></tr>
<tr><td>Number of distinct library cells after synthesis</td><td>25</td></tr>
<tr><th colspan="2">Drt</th></tr>
<tr><td>Final routed wire length divided by cell count</td><td>10.3 microns</td></tr>
<tr><td>Routed via count</td><td>1002</td></tr>
<tr><td>Ratio of routed vias to standard cells</td><td>3.07</td></tr>
<tr><td>Count of unresolved DRC violations after routing</td><td>0</td></tr>
<tr><td>Number of design-rule violations left by the first detailed-router iteration</td><td>38</td></tr>
<tr><td>Drt total wl</td><td>approximately 3400 microns</td></tr>
<tr><td>Pre-antenna DRT Iters</td><td>2</td></tr>
<tr><td>Final antenna diode count</td><td>0</td></tr>
<tr><td>Number of antenna-violating nets in the routed design</td><td>0</td></tr>
<tr><th colspan="2">Floorplan</th></tr>
<tr><td>Area inside the core boundary</td><td>just under 0.01 sq mm</td></tr>
<tr><td>Overall die area</td><td>0.0144 sq mm</td></tr>
<tr><td>Number of placement rows</td><td>36</td></tr>
<tr><td>Boundary pin count</td><td>108</td></tr>
<tr><td>Starting utilization of the core area</td><td>16.5%</td></tr>
<tr><td>Die Span Y</td><td>about 120 microns</td></tr>
<tr><td>DIE WIDTH</td><td>120 microns</td></tr>
<tr><th colspan="2">Global routing</th></tr>
<tr><td>Global-route wire length before repair</td><td>approximately 5300 microns</td></tr>
<tr><td>Via count of the first global-routing pass</td><td>1067</td></tr>
<tr><td>Largest net degree at the start of global routing</td><td>19</td></tr>
<tr><td>Total routing resource utilization after global routing</td><td>4.52%</td></tr>
<tr><td>Number of antenna violations at the first check in global routing</td><td>0</td></tr>
<tr><td>Overall overflow remaining after global route</td><td>0</td></tr>
<tr><th colspan="2">CTS</th></tr>
<tr><td>H-Tree Level Count</td><td>2</td></tr>
<tr><td>Sink Count</td><td>34</td></tr>
<tr><td>Count of hold buffers inserted by post-cts repair</td><td>0</td></tr>
<tr><td>Clock-pin slew of the registers on the worst-case setup and hold paths</td><td>70 ps</td></tr>
<tr><td>CTS tree</td><td>built</td></tr>
<tr><td>Total clock buffers created by CTS</td><td>5</td></tr>
<tr><td>Insertion delay at the late pin of the worst-skew pair</td><td>around 270 ps</td></tr>
<tr><td>Cell at the root of the clock tree</td><td>sky130_fd_sc_hd__clkbuf_8</td></tr>
<tr><td>Max Root-Sink Buffers</td><td>2</td></tr>
<tr><th colspan="2">Final layout</th></tr>
<tr><td>Most common cell after layout, fill and taps aside</td><td>sky130_fd_sc_hd__clkdlybuf4s50_1</td></tr>
<tr><td>Final design utilization</td><td>23.6%</td></tr>
<tr><td>Area added between synthesis and finish</td><td>42.8%</td></tr>
<tr><td>Share of layout cells above drive strength 1</td><td>16.1%</td></tr>
<tr><td>Top logic cells by instance count in the layout</td><td>sky130_fd_sc_hd__clkdlybuf4s50_1 (39), sky130_fd_sc_hd__conb_1 (33), sky130_fd_sc_hd__dfrtp_1 (17)</td></tr>
<tr><td>Non-Filler Instances</td><td>326</td></tr>
<tr><td>Post-route standard cell area excluding fillers</td><td>0.00230 sq mm</td></tr>
<tr><th colspan="2">Placement</th></tr>
<tr><td>Final weighted congestion in routability-driven placement</td><td>0.793</td></tr>
<tr><td>Placed wire-length estimate after detailed placement</td><td>approximately 2700 microns</td></tr>
<tr><td>Worst slack, placed</td><td>-4.41 ps</td></tr>
<tr><td>Number of instances in the placed design</td><td>315</td></tr>
<tr><td>Port buffer count</td><td>41</td></tr>
<tr><td>Cell area after placement</td><td>0.00215 sq mm</td></tr>
<tr><th colspan="2">Power</th></tr>
<tr><td>Leakage power summed over all cells</td><td>0.969 nW</td></tr>
<tr><td>Maximum ir drop on the vdd rail</td><td>0.620 mV</td></tr>
<tr><td>Overall power</td><td>2.90 mW</td></tr>
<tr><td>Power density over the cells</td><td>1260 mW/mm^2</td></tr>
<tr><th colspan="2">Flow run</th></tr>
<tr><td>Number of warning messages in the logs</td><td>59</td></tr>
<tr><td>Max Cap Viol</td><td>0</td></tr>
<tr><th colspan="2">Run status</th></tr>
<tr><td>Run status</td><td>complete, no violations</td></tr>
<tr><th colspan="2">Min path</th></tr>
<tr><td>Class of the tightest hold or removal check</td><td>reg -&gt; reg</td></tr>
</table>
## cell usage after synthesis, types with 2 or more instances
master	n
sky130_fd_sc_hd__edfxtp_1	16
sky130_fd_sc_hd__xnor2_1	3
sky130_fd_sc_hd__nor4_1	2
sky130_fd_sc_hd__buf_4	33
sky130_fd_sc_hd__nand2b_1	8
sky130_fd_sc_hd__mux2i_1	4
sky130_fd_sc_hd__dfrtp_1	17
sky130_fd_sc_hd__nor3_1	4
sky130_fd_sc_hd__nand2_1	6
sky130_fd_sc_hd__o21ai_0	2
sky130_fd_sc_hd__xor2_1	14
sky130_fd_sc_hd__inv_1	8
## worst register-to-register path, stage by stage (launching register included)
cell	delay, ps
sky130_fd_sc_hd__dfrtp_1	410
sky130_fd_sc_hd__xor2_2	200
sky130_fd_sc_hd__mux2i_1	140
sky130_fd_sc_hd__buf_4	140
sky130_fd_sc_hd__buf_4	120
sky130_fd_sc_hd__buf_4	140
sky130_fd_sc_hd__nor3_1	210
sky130_fd_sc_hd__mux2_1	340
## state kept, by name (all words and copies together), names as in the netlist, 2 cells and up
| name | flops |
|---|---|
| fifo_rw.w_ptr | 2 |
| fifo_addr.r_ptr | 2 |
| fifo_wdata.r_ptr | 2 |
| fifo_addr.w_ptr | 2 |
| o_rdata | 16 |
| fifo_wdata.w_ptr | 2 |
| state | 3 |
| fifo_rw.r_ptr | 2 |
## cell type report
cell class	instances	area, sq um
Inverter	8	30.0
Tap cell	133	166
Sequential cell	34	932
Clock inverter	2	33.8
Clock buffer	5	68.8
Fill cell	1052	7470
Timing Repair Buffer	57	529
Multi-Input combinational cell	87	543
## repair_timing
action,4_1_cts,5_1_grt
gates resized,10,0
setup buffers,3,1
setup endpoints to repair,2,2
pin swaps,3,0
## kinds of logic after synthesis
family | synth area share, %
AND/OR/NAND/NOR | 9.23
other | 0.233
flip-flops | 57.8
multiplexers | 3.88
AND-OR/OR-AND | 2.41
XOR/XNOR | 9.23
buffers and inverters | 17.2
## worst min-delay path by stage
stage     startpoint    end  depth (start not counted)
6_report    state[2]  o_pen                          1
5_1_grt     state[2]  o_pen                          1
4_1_cts     state[2]  o_pen                          1
## layer usage
layer	GRT usage, %	vias up	wire [microns]
li1	-	488	-
met1	6.57	451	1720
met2	5.95	61	1230
met3	2.43	2	379
met4	0.603	0	24
met5	0	-	0
## where the power goes
group          switching (mW)  internal, mW  total [mW]
combinational           0.512         0.759        1.27
sequential              0.171         0.897        1.07
clock                   0.217         0.343       0.560
total                   0.900          2.00        2.90
Power figures rest on the tool's default switching activity, not on a simulated workload.
